## ./run.sh

```bash
#!/bin/bash
# OpenROAD 26Q1-2900-gdf79404cd8, Yosys 0.63+post, stock flow scripts
make -C /OpenROAD-flow-scripts/flow DESIGN_CONFIG=/design/flow/config.mk WORK_HOME=/design/flow/orfs finish
```

## ./config.mk

```make
export PLATFORM = sky130hd
export DESIGN_NAME = bound_flasher
export DESIGN_NICKNAME = bound_flasher
export VERILOG_FILES = /design/flow/design.v
export SDC_FILE = /design/flow/constraint.sdc
export NUM_CORES = 4
export LEC_CHECK = 1
export CORE_AREA = 10 10 81 81
export DIE_AREA = 0 0 91 91
```

## ./constraint.sdc

```tcl
current_design bound_flasher

set clk_period 3.7
set clk_io_pct 0.2

create_clock -name clk0 -period $clk_period [get_ports {clk}]

set non_clock_inputs [all_inputs -no_clocks]
set_input_delay [expr $clk_period * $clk_io_pct] -clock clk0 $non_clock_inputs
set_output_delay [expr $clk_period * $clk_io_pct] -clock clk0 [all_outputs]
```

## ./design.v

```verilog
module bound_flasher( 
  input clk,
  input flick,
  input rst_n,
  output[15:0] LEDs
);
  reg [4:0] current_count_reg;  
  reg [2:0] current_state_reg;  
  wire [4:0] current_count = current_count_reg;
  wire [2:0] current_state = current_state_reg;
  wire [4:0] next_count;
  wire [2:0] next_state;
  logic_detect_next_state logic_detect_next_state_01( 
    .flick(flick), 
    .current_count(current_count), 
    .current_state(current_state),
    .next_count(next_count),
    .next_state(next_state));
  always @(posedge clk, negedge rst_n) begin
    if(rst_n == 1'b0) begin
      current_count_reg <= 5'd0;
      current_state_reg <= 3'd0;
    end
    else begin
      current_count_reg <= next_count;
      current_state_reg <= next_state;
    end
  end
  decoder_5_bits decoder_5_bits_01(  
    .current_count(current_count),
    .LEDs(LEDs));
endmodule
module decoder_5_bits(
  input [4:0] current_count,
  output reg [15:0] LEDs  
);
  always @* begin
    case(current_count) 
      5'd0:
        LEDs = 16'b0000_0000_0000_0000;  
      5'd1:
        LEDs = 16'b0000_0000_0000_0001;  
      5'd2:
        LEDs = 16'b0000_0000_0000_0011;
      5'd3:
        LEDs = 16'b0000_0000_0000_0111;
      5'd4:
        LEDs = 16'b0000_0000_0000_1111;
      5'd5:
        LEDs = 16'b0000_0000_0001_1111;
      5'd6:
        LEDs = 16'b0000_0000_0011_1111;
      5'd7:
        LEDs = 16'b0000_0000_0111_1111;
      5'd8:
        LEDs = 16'b0000_0000_1111_1111;
      5'd9:
        LEDs = 16'b0000_0001_1111_1111;
      5'd10:
        LEDs = 16'b0000_0011_1111_1111;
      5'd11:
        LEDs = 16'b0000_0111_1111_1111;
      5'd12:
        LEDs = 16'b0000_1111_1111_1111;
      5'd13:
        LEDs = 16'b0001_1111_1111_1111;
      5'd14:
        LEDs = 16'b0011_1111_1111_1111;
      5'd15:
        LEDs = 16'b0111_1111_1111_1111;
      5'd16:
        LEDs = 16'b1111_1111_1111_1111;   
      default:
        LEDs = 16'b0000_0000_0000_0000;  
    endcase
  end
endmodule
module logic_detect_next_state(
  input flick,
  input [4:0] current_count,
  input [2:0] current_state,
  output reg [4:0] next_count,  
  output reg [2:0] next_state   
);
  parameter INIT = 0,
            TURN_ON_TO_15 = 1,
            TURN_OFF_TO_5 = 2,
            TURN_ON_TO_10 = 3,
            TURN_OFF_TO_0 = 4,
            TURN_ON_TO_5 = 5,
            TURN_OFF_TO_0_END = 6;
  always @(flick, current_count, current_state) begin
    case(current_state) 
      INIT:
        if(flick == 1) begin
          next_state = TURN_ON_TO_15;
          next_count = current_count + 1;
        end
        else begin 
          next_count = 0;
        end
      TURN_ON_TO_15:
        if(current_count < 16) begin
          next_count = current_count + 1;
        end 
        else begin
          next_state = TURN_OFF_TO_5;
          next_count = current_count - 1;
        end
      TURN_OFF_TO_5:
        if(current_count == 4) begin
          if(flick == 1) begin
            next_state = TURN_ON_TO_15;
            next_count = current_count + 1;
          end
          else begin
            next_state = TURN_ON_TO_10;
            next_count = current_count + 1;
          end
        end
        else begin
          next_count = current_count - 1;
        end
      TURN_ON_TO_10:
        if(current_count == 10) begin
          next_state = TURN_OFF_TO_0;
          next_count = current_count - 1;
        end
        else begin
          next_count = current_count + 1;
        end
      TURN_OFF_TO_0:
        if((current_count == 4 || current_count == 0) && flick == 1) begin
          next_state = TURN_ON_TO_10;
          next_count = current_count + 1;
        end
        else begin
          if(current_count == 0 && flick == 0) begin
            next_state = TURN_ON_TO_5;
            next_count = current_count + 1;
          end
          else begin
            next_count = current_count - 1;
          end
        end
      TURN_ON_TO_5:
        if(current_count == 5) begin
          next_state = TURN_OFF_TO_0_END;
          next_count = current_count - 1;
        end
        else begin
          next_count = current_count + 1;
        end
      TURN_OFF_TO_0_END:
        if(current_count == 0) begin
          next_state = INIT;
          next_count = current_count + 1;
        end
        else begin
          next_count = current_count - 1;
        end
      default: next_state = INIT;
    endcase
  end
endmodule
```

==> results.sh <==
# physical design summary
export IMPL_outcome="finished clean"
export IMPL_avgSynthCellArea_um2=7.89
export IMPL_power_leakage_nw=0.596
export IMPL_crit_path_cell_trace="nor2_1, nand3_1, and2_1, o21ai_0, clkdlybuf4s50_1"
export IMPL_drive_gt1_frac=0.0545
export IMPL_rsz0062_at_grt="no"
export IMPL_dp_hpwl_um=2340
export IMPL_row_count=25
export IMPL_yosysTopAreaCell="dfrtp_1"
export IMPL_critPathKind="flip-flop to output port"
export IMPL_antenna_found_initial=0
export IMPL_fillers=527
export IMPL_grt_ovfl_total=0
export IMPL_p_switching_w=0.0000385
export IMPL_ys_area_um2=1200
export IMPL_grt_start_max_net_pins=23
export IMPL_placed_cell_area_um2=1420
export IMPL_synthCells=152
export IMPL_dr_pass1_iters=4
export IMPL_warning_count=31
export IMPL_io_buffers=18
export IMPL_top_logic_kind="AND-OR/OR-AND gates"
export IMPL_ys_warn_count=3
export IMPL_cts_hold_buf=0
export IMPL_cp_required_ns=2.96
export IMPL_slew_violations=0
export IMPL_crit_start="current_count_reg[2]"
export IMPL_cts_root_buf="clkbuf_8"
export IMPL_ys_sh_mux=0.00834
export IMPL_endpoint="LEDs[5]"
export IMPL_die_h_um=91
export IMPL_area_leaders="dfrtp_1, dlxtn_1, ha_1"
export IMPL_max_freq_ghz=0.341
export IMPL_arrival_ns=2.19
export IMPL_top_cell_area_share=0.167
export IMPL_untimed_endpoints=16
export IMPL_start_kind="flip-flop"
export IMPL_setup_viol=0
export IMPL_ys_sh_xor=0.0219
export IMPL_relSlewSlack=0.540
export IMPL_first_global_vias=1025
export IMPL_switching_share=0.189
export IMPL_adder_share=0.0938
export IMPL_cts_repair_resize_count=0
export IMPL_simple_gate_area_frac=0.234
export IMPL_wl_um=2940
export IMPL_h_tree_depth=1
export IMPL_syn2layout_area_growth_pct=21.8
export IMPL_initial_core_util=0.249
export IMPL_track_usage=0.0687
export IMPL_cts_buffers_inserted=3
export IMPL_synth_cell_types=45
export IMPL_worstPathMaxFanout=17
export IMPL_ir_drop_v=0.000103
export IMPL_drtAntennaViolNets=0
export IMPL_design_area_um2=1460
export IMPL_yosysMostFrequentCell="o21ai_0"
export IMPL_synthAoiAreaFrac=0.292
export IMPL_fin_util=0.303
export IMPL_tightest_slew_ns=0.690
export IMPL_numSynthFlops=16
export IMPL_antenna_cells=0
export IMPL_die_width_um=91
export IMPL_grt_pass1_wl_um=4950
export IMPL_combPwrFrac=0.067
export IMPL_tns_ns=0
export IMPL_cts_path_max_buffers=2
export IMPL_io_pins=19
export IMPL_fin_crit_sh=0.792
export IMPL_edf_count=0
export IMPL_drcViolationCount=0
export IMPL_intPower_w=0.000165
export IMPL_p_seq_frac=0.449
export IMPL_unclocked_regs=8
export IMPL_clkTransAtPathRegs_ns=0.04
export IMPL_die_area_um2=8280
export IMPL_ff_type="dlxtn_1"
export IMPL_ys_cells=152
export IMPL_critPathMaxStageDelay_ns=0.59
export IMPL_cts_setup_buffers=0
export IMPL_gp_congestion=0.909
export IMPL_hold_class="primary input to asynchronous set/reset pin"
export IMPL_layout_min_cycle_time_ns=2.93
export IMPL_coreArea_um2=4820
export IMPL_common_cells="o21ai_0, inv_1, nand2_1"
export IMPL_worst_path_max_delay_cell="dfrtp_1"
export IMPL_p_clk_frac=0.485
export IMPL_via_per_inst=4.91
export IMPL_drt_iter0_drc=177
export IMPL_syn_area_um2=1200
export IMPL_crit_path_end_kind="output port"
export IMPL_wl_per_cell_um=12.7
export IMPL_vias=1138
export IMPL_powerDensity_nw_per_um2=139
export IMPL_cap_violations=0
export IMPL_cts_tree="done"
export IMPL_hold_viol=0
export IMPL_synthArstFlopShare=0.500
## placed cells by master (no fill, tap or decap), drive strengths merged, types with 5 or more instances in the layout
cell type      count
o21ai             18
clkdlybuf4s50     18
inv               15
nand2             11
a21oi             11
nor2              10
ha                 9
dfrtp              8
dlxtn              8
nand3              7
nand2b             5
## power by group through the flow
| stage | clock network, W | logic (W) | registers, W |
|---|---|---|---|
| after global routing | 0.000108 | 0.0000152 | 0.0000915 |
| after CTS | 0.000103 | 0.0000137 | 0.0000913 |
| final | 0.0000987 | 0.0000136 | 0.0000914 |
## cell type report
cell class,instances,area [um2],share of cell area
clock buffers,3,41.3,0.0283
inverters,15,56.3,0.0385
multi-input cells,113,779,0.533
flip-flops and latches,16,320,0.219
well taps,67,83.8,0.0574
repair buffers,18,180,0.123
## critical path, delay by kind of cell, from the launching register on
kind / cells / cell delay, ns
DFF: 1 / 0.59
buffers and inverters: 1 / 0.49
AOI/OAI and AO/OA: 1 / 0.09
and+or+nand+nor: 3 / 0.80
## metal layers
metal / wire, um / vias to the layer above / GRT usage
li1: - / 572 / -
met4: 29 / 0 / 0.00914
met3: 295 / 2 / 0.0174
met1: 1320 / 507 / 0.0977
met2: 1300 / 57 / 0.106
met5: 0 / - / 0
## cell families (layout without fill, tap and decap cells)
family	after synthesis	in the layout
flops	8	8
latches	8	8
fa+ha+maj	9	9
mux	1	1
xor+xnor	3	3
simple gates	49	49
compound gates	51	51
buf+inv	23	36
## stage by stage
stage | worst slack (ns) | hold slack (ns) | total power [W] | instances
6_report | 0.768 | 0.798 | 0.000204 | 232
5_1_grt | 0.513 | 0.828 | 0.000215 | 232
4_1_cts | 0.737 | 0.803 | 0.000208 | 232
3_5_place_dp | 0.967 | 1.04 | 0.000106 | 229
3_3_place_gp | 1.02 | 1.04 | 0.000106 | 229
2_1_floorplan | 1.70 | 0.444 | 0.0000992 | 152
## how the worst min path moves through the flow
stage | startpoint | end
CTS | rst_n | current_count_reg[0]
global route | rst_n | current_count_reg[0]
finish | rst_n | current_count_reg[0]
Power figures rest on the tool's default switching activity, not on a simulated workload.
